## design.v

```verilog
module alu_8bit(
	input[7:0] a,b,
	input [2:0] sel,
	output reg [7:0] out,
	output reg carry
);
	always @(*) begin
		case (sel)
			3'b000: {carry, out} = a + b;
			3'b001: {carry, out} = a - b;
			3'b010: out = a & b;
			3'b011: out = a | b;
			3'b100: out = a ^ b;
			3'b101: out = ~a;
			3'b110: out = a << 1;
			3'b111: out = a >> 1;
			default: out = 8'b000000000;
endcase
end 
endmodule
```

## run.sh

```bash
#!/bin/bash
# OpenROAD 26Q1-2900-gdf79404cd8, Yosys 0.63+post, stock flow scripts
make -C /OpenROAD-flow-scripts/flow DESIGN_CONFIG=/design/flow/config.mk WORK_HOME=/design/flow/orfs finish
```

## config.mk

```make
export PLATFORM = sky130hd
export DESIGN_NAME = alu_8bit
export DESIGN_NICKNAME = alu_8bit
export VERILOG_FILES = /design/flow/design.v
export SDC_FILE = /design/flow/constraint.sdc
export NUM_CORES = 4
export LEC_CHECK = 1
export CORE_AREA = 10 10 88 88
export DIE_AREA = 0 0 98 98
```

## constraint.sdc

```tcl
current_design alu_8bit

set clk_period 6.3
set clk_io_pct 0.2

create_clock -name clk0 -period $clk_period

set non_clock_inputs [all_inputs -no_clocks]
set_input_delay [expr $clk_period * $clk_io_pct] -clock clk0 $non_clock_inputs
set_output_delay [expr $clk_period * $clk_io_pct] -clock clk0 [all_outputs]
```

==> results.txt <==
Worst Path Arrival: 3910 ps
Relative slew slack: 48.13%
Vias in the first global route: 1360
Post-layout period usage: 82.12%
YS chip area: 0.001394 mm^2
First-pass GRT wire length: 6920 um
Number of buffers added on ports: 28
Largest net degree at the start of global routing: 21
Tot Pwr: 136.3 uW
Cell Type Count: 51
GP Congestion: 0.8739
Synthesized area per cell: 7.222 um^2
Flops after synth: 1
Die Y: 98 um
CP max FO: 9
Postcts setup bufs: 0
Die width: 98 um
Setup_tns: 0 ps
Maximum clock frequency: 193.3 MHz
Mapped Area: 0.001394 mm^2
Initial antenna violation count: 0
WL met3: 227 um
Dominant register cell: dlxtn_1
Worst-margin pin slew: 775.6 ps
Hold EP: out[0]
Critical path type: in2out
Diode count: 0
Fin. Hold Viols: 0
Register pins left without a clock: 1
Max reg flops: 1
Setup violations, final: 0
Detailed placement HPWL: 3228 um
Crit end category: output pin
Power density cells: 79.71 mW/mm^2
Cells in synth_stat.txt: 193
Total track usage: 8.278%
FP Util: 23.54%
FP Rows: 28
Flip-flops with a built-in enable: 0
Synth async-reset ratio: 0%
Top Ports: 28
Total grt overflow: 0
Met2 WL: 1881 um
Vias per cell: 5.004
Post_cts resized: 0
P_leak: 0.0007512 uW
Syn Inst Count: 193
CP Launch Type: input pin
WL/cell: 14.24 um
Tool warnings: 48
Share of cells above drive strength 1: 6.190%
Outcome: finished, final reports clean
WL met1: 1928 um
Final antenna-violating net count: 0
Cts hold-fix bufs: 0
Drt pass-1 iters: 4
Endpoints left unconstrained: 2
Via count of the routed design: 1426
Syn-to-layout area delta: 22.71%
Crit path time final: 5173 ps
Worst Hold Path Cells: 5
Synthesis Warnings: 1
Final wirelength: 4059 um
Worst IR Drop VDD: 0.02567 mV
CP required: 5040 ps
Hold wc startpoint: a[0]
Core ar.: 0.005921 mm^2
Top routing layer used: met4
Worst Hold Class: in2out
Die area: 0.009604 mm^2
Pins over their slew limit: 0
DRC violations left: 0
Starting DRC count in detailed routing: 119
Max capacitance violation total: 0
RSZ-0062 raised after global routing: no
[synthesized netlist by cell type, types with 2 or more instances]
| cell | instances | share of area (%) |
|---|---|---|
| o21a_1 | 3 | 1.6 |
| a221oi_1 | 4 | 2.5 |
| buf_2 | 4 | 1.4 |
| xnor2_1 | 3 | 1.9 |
| mux2i_1 | 3 | 2.2 |
| clkbuf_1 | 4 | 1.1 |
| a221o_1 | 2 | 1.4 |
| o211a_1 | 2 | 1.4 |
| a21o_1 | 2 | 1.1 |
| buf_4 | 3 | 1.6 |
| nor3b_1 | 3 | 1.6 |
| a22oi_1 | 2 | 1.1 |
| fa_1 | 2 | 2.9 |
| nand2_1 | 12 | 3.2 |
| ha_1 | 24 | 22 |
| nand3_1 | 3 | 1.1 |
| nor3_1 | 3 | 1.1 |
| a21oi_1 | 17 | 6.1 |
| inv_2 | 2 | 0.54 |
| o21ai_0 | 11 | 3.9 |
| xor2_1 | 2 | 1.3 |
| o22ai_1 | 2 | 0.90 |
| nor2b_1 | 2 | 0.90 |
| nor2_1 | 12 | 3.2 |
| o211ai_1 | 3 | 1.6 |
| mux4_2 | 3 | 4.8 |
| or3_1 | 3 | 1.3 |
| nor3_2 | 2 | 1.4 |
| inv_1 | 27 | 7.3 |
| a211oi_1 | 3 | 1.6 |
| nand2b_1 | 4 | 1.8 |
| o31ai_1 | 2 | 1.1 |
[metal layers]
metal | GRT usage, % | vias to the layer above
met4 | 0.7830 | 0
met3 | 1.067 | 3
li1 | - | 728
met2 | 13.71 | 32
met5 | 0 | -
met1 | 11.55 | 663
[cell usage in the layout, fill, tap and decap left out, types with 3 or more instances in the layout]
master / instances
ha_1: 24
nor3b_1: 3
mux2i_1: 3
o21ai_0: 11
a21oi_1: 17
mux4_2: 3
o211ai_1: 3
nor3_1: 3
a221oi_1: 4
or3_1: 3
o21a_1: 3
nand2b_1: 4
a211oi_1: 3
inv_1: 27
nand2_1: 12
xnor2_1: 3
nand3_1: 3
clkdlybuf4s50_1: 28
nor2_1: 12
[final cells by class]
| cell class | count | area, um^2 |
|---|---|---|
| Fill cell | 658 | 4210 |
| Multi-Input combinational cell | 150 | 1197 |
| Timing Repair Buffer | 30 | 295.3 |
| Inverter | 29 | 108.9 |
| Tap cell | 75 | 93.84 |
| Sequential cell | 1 | 15.01 |
[critical path: stages]
cell and delay, ps:
clkdlybuf4s50_1 580, inv_1 70, ha_1 470, inv_2 70
a211o_1 350, a221oi_1 360, o311ai_1 120, a21oi_1 150
clkdlybuf4s50_1 490
[through the flow]
stage / hold WS (ps) / std cells / util, % / setup WS (ps) / instance area (um^2)
6_report: 3713 / 285 / 28.89 / 1127 / 1710
5_1_grt: 3807 / 285 / 28.89 / 866.5 / 1710
4_1_cts: 3726 / 285 / 28.89 / 1084 / 1710
3_5_place_dp: 3721 / 285 / 28.89 / 1112 / 1710
3_3_place_gp: 3721 / 285 / 28.89 / 1091 / 1710
2_1_floorplan: 2675 / 193 / - / 2394 / 1394
[worst max-delay path by stage]
stage,slack [ps],end,cells after the start,startpoint
CTS,1080,out[4],7,sel[2]
global route,870,out[6],9,a[2]
finish,1130,out[6],9,a[3]
[cells by family (layout without fill, tap and decap cells)]
group	Yosys count	in the layout	share of synthesized area (%)
adder cells (fa/ha/maj)	26	26	24.42
AND/OR/NAND/NOR	47	47	17.41
AND-OR/OR-AND	64	64	32.05
latches	1	1	1.077
buffers and inverters	42	59	13.02
multiplexers	8	8	8.886
XOR/XNOR	5	5	3.142
[power breakdown]
group	switching [uW]	internal, uW
Combinational	66.9	68.2
Clock	0	0
Sequential	0.203	1.04
No activity file was given, so power comes from the tool's default toggle rates.
