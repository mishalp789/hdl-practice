==> flow/design.v <==
module alu_4bit (
  input [3:0] a, b,
  input [2:0] sel,
  output reg [3:0] out,
  output reg carry
);
  always @(*) begin
    case (sel)
      3'b000: {carry, out} = a + b;        
      3'b001: {carry, out} = a - b;        
      3'b010: out = a & b;                 
      3'b011: out = a | b;                 
      3'b100: out = a ^ b;                 
      3'b101: out = ~a;                    
      3'b110: out = a << 1;                
      3'b111: out = a >> 1;                
      default: out = 4'b0000;
    endcase
  end
endmodule
==> flow/run.sh <==
#!/bin/bash
# OpenROAD 26Q1-2900-gdf79404cd8, Yosys 0.63+post, stock flow scripts
make -C /OpenROAD-flow-scripts/flow DESIGN_CONFIG=/design/flow/config.mk WORK_HOME=/design/flow/orfs finish
==> flow/config.mk <==
export PLATFORM = sky130hd
export DESIGN_NAME = alu_4bit
export DESIGN_NICKNAME = alu_4bit
export VERILOG_FILES = /design/flow/design.v
export SDC_FILE = /design/flow/constraint.sdc
export NUM_CORES = 4
export LEC_CHECK = 1
export CORE_AREA = 10 10 70 70
export DIE_AREA = 0 0 80 80
==> flow/constraint.sdc <==
current_design alu_4bit

set clk_period 4.0
set clk_io_pct 0.2

create_clock -name clk0 -period $clk_period

set non_clock_inputs [all_inputs -no_clocks]
set_input_delay [expr $clk_period * $clk_io_pct] -clock clk0 $non_clock_inputs
set_output_delay [expr $clk_period * $clk_io_pct] -clock clk0 [all_outputs]
==> impl_metrics.yaml <==
# generated from flow reports
status:
  run_status: "finished clean"
final_timing:
  untimed_endpoints: 2
  timing_worst_slew_pin_value_ns: 0.450
  unclocked_regs: 1
  rsz0062_at_grt: "false"
  period_needed_ns: 3.82
  fmax_mhz: 262
  maxSlewViolCount: 0
  final_hold_viol_count: 0
  setup_ws_ns: 0.177
  setup_viol: 0
  fin_setup_tns_ns: 0
  max-slew-margin-rel: 0.699
  fin_crit_sh: 0.956
setup_path:
  critPathLaunch: "a[1]"
  critical_path_arrival_ns: 3.02
  critPathMaxFanout: 3
  criticalPathCategory: "input port to output port"
  timing.critical_path.to_type: "output port"
  crit_end: "out[3]"
  critical_path_required_ns: 3.20
  worst_setup_path_start_kind: "input port"
grt:
  via_count_of_the_first_global_routing_pass: 650
  grt_remaining_overflow: 0
  grt_start_max_net_pins: 14
  groute.usage.overall: 0.0544
  antenna_found_initial: 0
  grt_pass1_wl_mm: 2.97
synth:
  synth-edff-count: 0
  synth.lib_cells_used.distinct: 31
  logic_family: "AND-OR/OR-AND gates"
  avgSynthCellArea_sq_um: 7.55
  yosysCellCount: 86
  syn-instance-count: 86
  xor_area_frac: 0.0270
  yosys.area.top_type: "ha_1"
  simple_gate_area_frac: 0.189
  yosys-mux-area-fraction: 0.0173
  yosysWarnings: 1
  netlist_area_sq_um: 649
  synth-main-ff-cell: "dlxtn_1"
  yosys.area.top_type_share: 0.231
  async_flop_share: 0
  aoi_share: 0.328
  ys.flops: 1
  synthTopCellsByArea: "ha_1 23%, fa_1 6.2%, inv_1 5.8%"
  synth-area-yosys_sq_um: 649
  post_synth_fa_ha_maj_area_fraction: 0.293
power_and_ir_drop:
  design_power_total_mw: 0.101
  power_report.internal_total_mw: 0.0553
  p_leak_nw: 0.380
  power.net_switching_mw: 0.0452
  power.density_cell_area_nw_per_um2: 112
  max-vdd-ir-drop_uv: 41.1
  combinationalPowerShare: 0.982
  sw_frac_of_total: 0.450
  share_clk_of_total_power: 0
  sequentialPowerShare: 0.018
cells_and_area:
  register_area_sq_um: 15.0
  layout.filler_cells: 394
  post_route_cells_drive_above_1_share: 0.143
  layout_top_cell_excl_fill_tap: "clkdlybuf4s50_1"
  finalNonFillerCells: 151
  area_growth_syn_to_layout_pct: 38.0
  final-comb-area_sq_um: 559
  largest_register_ff_count: 1
  layout_top_cells: "15 x clkdlybuf4s50_1, 10 x inv_1, 10 x ha_1"
detailed_routing:
  detail_route.drc_violations: 0
  antenna_violating_nets_post_route: 0
  n_antenna_cell: 0
  drt_first_pass_iters: 5
  number_of_drc_markers_after_the_initial_detailed_route_iteration: 16
  detailroute.via_count: 662
  routed_wire_length_per_instance_um: 11.3
  drt-total-wl_mm: 1.70
  detail_route.vias_per_cell: 4.38
placed_design:
  post-place-cells: 151
  buffer_ports.inserted: 16
  detailed_place_hpwl_mm: 1.46
  pre_cts_slack_ns: 0.0787
  gpl.final_weighted_congestion: 0.855
floorplan:
  core_region_area_sq_um: 3420
  top_level_pins: 16
  rows: 21
  initial_utilization: 0.190
  fp.dieArea_sq_um: 6400
  die.size.y_um: 80
  dieWidth_um: 80
min_path:
  hold_path_class: "input port to output port"
clock_tree:
  cts-hold-fix-buffers: 0
  post_cts.repair.setup_buffers: 0
run:
  warning_count: 40
  max-cap-violations: 0
==> layout make-up <==
cell class,count,share of cell area
inverters,11,0.0461
multi-input cells,69,0.624
flip-flops and latches,1,0.0168
well taps,46,0.0642
repair buffers,24,0.249
==> worst min-delay path by stage <==
| stage | startpoint | endpoint | slack (ns) | cells after the start |
|---|---|---|---|---|
| 5_1_grt | a[0] | out[1] | 2.49 | 4 |
| 6_report | a[0] | out[1] | 2.43 | 4 |
| 4_1_cts | a[0] | out[1] | 2.78 | 4 |
==> cells in the mapped netlist (all sizes together) (2+ instances only) <==
master   n
o221ai   3
nor2     6
inv     11
xnor2    2
o21ai    4
o31a     2
nand2b   4
o211ai   4
a31oi    3
nor3     5
fa       2
buf      5
a211oi   3
nand2    2
a21oi    4
nor2b    3
ha      12
nor4     2
==> timing repair <==
item / CTS / global route
resized: 0 / 3
endpoints found under the hold margin: 0 / 0
setup endpoints to repair: 0 / 3
==> worst max-delay path: stages <==
cell and delay [ns]:
clkdlybuf4s50_1 0.47, inv_1 0.06, ha_1 0.33, a211oi_1 0.34
o31a_1 0.18, nor3_1 0.04, o31ai_1 0.28, clkdlybuf4s50_1 0.52
==> power groups by stage <==
stage | clock network, mW | registers, mW | logic [mW]
final | 0 | 0.00184 | 0.0987
after global routing | 0 | 0.00187 | 0.111
after CTS | 0 | 0.00183 | 0.0994
==> routing by layer <==
layer,up-vias,routed length (um),track usage
li1,353,-,-
met1,302,837,0.0744
met2,7,833,0.0947
met3,0,33,0.00568
met4,0,0,0
met5,-,0,0
==> kinds of logic (layout without fill, tap and decap cells) <==
logic type,after synthesis,after routing
AOI/OAI and AO/OA,29,29
muxes,1,1
xor gates and xnor gates,2,2
latches,1,1
buffers and inverters,16,35
and+or+nand+nor,23,23
adders and majority gates,14,14
==> through the flow <==
step	cell area [sq um]	hold WS, ns	util
after floorplan	649	1.75	-
after global placement	888	2.75	0.260
after detailed placement	888	2.78	0.260
after CTS	888	2.78	0.260
after global routing	896	2.49	0.262
final	896	2.43	0.262
Power is estimated from default activity; no workload was simulated.
