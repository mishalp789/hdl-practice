--- /design/flow/run.sh ---
#!/bin/bash
# OpenROAD 26Q1-2900-gdf79404cd8, Yosys 0.63+post, stock flow scripts
make -C /OpenROAD-flow-scripts/flow DESIGN_CONFIG=/design/flow/config.mk WORK_HOME=/design/flow/orfs finish
--- /design/flow/config.mk ---
export PLATFORM = sky130hd
export DESIGN_NAME = ripple_adder
export DESIGN_NICKNAME = ripple_adder
export VERILOG_FILES = /design/flow/design.v
export SDC_FILE = /design/flow/constraint.sdc
export NUM_CORES = 4
export LEC_CHECK = 1
export CORE_AREA = 10 10 70 70
export DIE_AREA = 0 0 80 80
--- /design/flow/constraint.sdc ---
current_design ripple_adder

set clk_period 3.8
set clk_io_pct 0.2

create_clock -name clk0 -period $clk_period

set non_clock_inputs [all_inputs -no_clocks]
set_input_delay [expr $clk_period * $clk_io_pct] -clock clk0 $non_clock_inputs
set_output_delay [expr $clk_period * $clk_io_pct] -clock clk0 [all_outputs]
--- /design/flow/design.v ---
module full_adder(input a, input b, input cin, output sum, output cout);
   assign sum = a ^ b ^ cin;
   assign cout = (a&b) | (b & cin) | (a & cin);
endmodule
module ripple_adder(input [3:0] a, input [3:0] b, input cin, output [3:0] sum, output cout);
  wire c1, c2, c3;
  full_adder fa0(a[0], b[0], cin,  sum[0], c1);
  full_adder fa1(a[1], b[1], c1,   sum[1], c2);
  full_adder fa2(a[2], b[2], c2,   sum[2], c3);
  full_adder fa3(a[3], b[3], c3,   sum[3], cout);
endmodule
==> run summary <==
yosys + openroad results -> outcome=finished clean, tool warning count=32, worst hold margin=approximately 2.4 ns, GPL Wtd Cong=between 0.7 and 0.8, Slew @ Worst Pin=slightly below 0.1 ns, IO Pins=14, fraction of layout cells with a size suffix above 1=between 20% and 30%, Core Util at FP=roughly 4.3%, met3 Track Usage GR=0.909%, I/O Buffers=14, Fin. Hold Viols=0, post-route antenna net violation count=0, FP Rows=21, Die Height=around 80 um, CP required=just over 3 ns, Register Area=0 um^2, clock group share of total power=0%, # Cells Yosys=18, clock buffer count=0, Setup TNS=0 ns, Seq/Total Area, Yosys=0%, WL/cell=approximately 5.3 um, total power=around 0.000036 W, CP max FO=1, total global-route track usage=approximately 1.2%, Arr. time, crit path=approximately 2.9 ns, P_sw=between 0.00001 and 0.000015 W, min Tclk post-route=around 3.6 ns, GRT met2 Usage=1.04%, GR peak layer=met1, P_int=between 0.00002 and 0.00003 W, LEAKAGE=0.133 nW, fill count=about 410, timing-limited maximum frequency=274 MHz, met1 global-route usage=2.00%, RSZ-0062 raised after global routing=no, Die W=about 80 um, first-pass GRT wire length=around 600 um, Gate power share=around 100%, tally of non-filler cells in the final layout=between 70 and 80, Power Density=114 mW/mm^2, drt pass-1 iters=1, critical path type=in2out, Setup-failing EPs final=0, via count=about 120, max-slew violations=0, DRC Markers=0, Rel. slew slack=between 90% and 100%, Reg power frac=0%, initial antenna violation count=0, DRT iter0 DRCs=0, switching share of power=29.8%, syn avg cell area=around 8 um^2, die area=roughly 0.0064 mm^2, largest net degree at the start of global routing=2, YS chip area=approximately 150 um^2, vias in the first global route=around 140, Logic cell area=slightly below 90 um^2, Util after Layout=under 10%, ANT cells=0, final worst-path cycle share=between 90% and 100%, Overflow after GRT=0, Synth Instances=18, yosys warning tally=0, Synth cell types=3, FFs & Latches=0, Cells after DPL=~74, CP startpoint kind=primary input, VDD IR-drop max=~0.027 mV, core footprint=between 0.003 and 0.004 mm^2, DP HPWL=~390 um, Layout area overhead=117%, # Max-Cap Violations=0, Hold Path Class=in2out, Worst setup EP type=primary output, Synth Cell Area=around 150 um^2, total wire length=~400 um, via density per instance=between 1.5 and 2
[final cells by class]
class                           count  area share [%]
Inverter                           10            11.7
Multi-Input combinational cell      4            27.3
Tap cell                           46            18.0
Timing Repair Buffer               14            43.0
[worst max-delay path: stages]
cell	delay, ns
clkdlybuf4s50_1	0.47
inv_2	0.04
fa_2	0.37
inv_2	0.06
fa_2	0.20
fa_2	0.20
inv_2	0.04
fa_1	0.49
inv_1	0.03
dlygate4sd2_1	0.23
[synth_stat cells (all sizes together)]
cell type	count	share of area (%)
inv	10	25
buf	4	20
fa	4	54
[power by group through the flow]
stage / registers (W) / logic, W / clock network (W)
finish: 0 / 0.0000364 / 0
CTS: 0 / 0.0000380 / 0
global route: 0 / 0.0000431 / 0
[cell families (layout without fill, tap and decap cells)]
logic type,after synthesis,in the layout,share of synthesized area (%)
buffers and inverters,14,24,45.8
adder cells (fa/ha/maj),4,4,54.2
[cell usage in the layout (no fill, tap or decap)]
| cell type | count |
|---|---|
| clkdlybuf4s50_1 | 12 |
| inv_1 | 6 |
| inv_2 | 4 |
| fa_2 | 3 |
| dlygate4sd2_1 | 2 |
| fa_1 | 1 |
[path summary, 6_finish.rpt]
path	startpoint	end	slack, ns	cells past startpoint
setup / recovery	cin	sum[3]	0.16	10
hold / removal	b[3]	sum[3]	2.38	5
[per-stage QoR]
step | cell area [um^2] | worst slack (ns)
3_3_place_gp | 315 | -0.185
3_5_place_dp | 315 | -0.169
5_1_grt | 320 | 0.00716
2_1_floorplan | 148 | 0.703
4_1_cts | 320 | 0.101
6_report | 320 | 0.156
[per-layer routing]
layer | wire [um] | part of all wire (%)
met3 | 113 | 29
met5 | 0 | 0
met2 | 62 | 16
met1 | 217 | 55
met4 | 0 | 0
[repair_timing]
action	in CTS	in global routing
resized	9	0
pin swaps	4	1
hold buffers	0	0
setup endpoints to repair	2	1
buffers inserted	0	0
Power figures rest on the tool's default switching activity, not on a simulated workload.
